`design.v`:
```
module finalProjectTest(input logic clk,
        input logic reset,                
        input logic mosi,                 
        input logic sclk,                 
		  input logic we, spiready,         
         output logic [2:0] RGB1, RGB2,  
         output logic BLANK,             
         output logic LAT,              
         output logic [3:0] row,
         output logic matrixclk);
 logic [3:0] slowClk1;
 always_ff@(posedge clk, negedge reset)
  if (!reset) slowClk1 <=0;
  else
	slowClk1 <= slowClk1 + 1'b1;
 slowClkProject project(clk, slowClk1[3], reset, we, spiready, mosi, sclk, RGB1, RGB2, BLANK, LAT, row, matrixclk);
endmodule
module slowClkProject(input logic fastClk,
							input logic clk,
							 input logic reset, 
							 input logic we, spiready,
							input logic mosi,
						   input logic sclk,
							output logic [2:0] RGB1, RGB2, 
							output logic BLANK,  
							output logic LAT, 
							output logic [3:0] row,
							output logic matrixclk);
 logic [5:0] counter;
 logic [95:0] row0, row1;
 logic [95:0] spidata;
 logic [4:0] col;
 logic [3:0] radr;
 logic [4:0] wadr;
 logic hold;
	 always_ff@(posedge clk, negedge reset)
		  if (!reset)  begin
			counter<=0;
			col<=0;
			hold <=1;
		end
		  else if (counter == 60 || hold==1)
			begin
			col <= 0;
			counter <=0;
			hold<=0;
		  end
		 else if (counter>=31 && counter<60) begin
		  col <=col;
		  counter <= counter+ 1'b1;
		 end
		  else if (hold==0) begin
		  counter <= counter + 1'b1;
		  col <= col+1'b1;
		 end
	 always_ff@(posedge clk, negedge reset)
		if (!reset)  begin
			row<=0;
	 end 
		else begin
		  if (counter==60 ) 
				row <= row + 1'b1;  
	  end
  controller controller(clk, reset, counter, BLANK, LAT);
  memRead memRead(clk, reset, LAT, BLANK, radr);
  dmemtop dmemt(fastClk, reset, we, wadr, radr, spidata,  row0);
  dmembottom dmemb(fastClk, reset, we, wadr, radr, spidata,  row1);
  driveColor color(matrixclk, row0, row1, col, RGB1, RGB2);
  spi spi(fastClk, sclk, reset, we, spiready, mosi, wadr, spidata);
	always_comb
		 if (counter <32)
				matrixclk = clk;
		 else if (counter==60)
				matrixclk=0;
		 else
				matrixclk =1;
endmodule
module controller(input logic clk, reset,  
					  input logic [5:0] counter,
					  output logic BLANK,  
					  output logic LAT); 
 always_ff@(posedge clk)
		 begin
		  if (counter==32) begin
			 LAT <= 1;
			 BLANK<=1; end 
			else if (counter==33) begin
			 LAT <= 0; 
			 BLANK<=0;
			 end
		  else if (counter>=34 && counter <=59) begin
			 LAT <= 0; 
			 BLANK<=0; 
			 end
		  else begin
			BLANK <= 1;
			LAT <=0; end
			end
endmodule 
module driveColor(input logic matrixclk, 
						input logic [95:0] row0, row1,  
						input logic [4:0] col,
						output logic [2:0] RGB1, RGB2);
	always_ff@(negedge matrixclk) begin
		 RGB1[0] <= row0[3*col];
		 RGB1[1] <= row0[3*col+1];
		 RGB1[2] <= row0[3*col+2];
		 RGB2[0] <= row1[3*col];
		 RGB2[1] <= row1[3*col+1];
		 RGB2[2] <= row1[3*col+2];
		 end
endmodule
module memRead(input logic clk,
					input logic reset,
					input logic LAT,
					input logic BLANK,
					output logic [3:0] radr); 	
		always_ff@(posedge clk, negedge reset) begin  
			if (!reset)  
				radr<=0;
			else if (LAT && BLANK) 
				radr <= radr+1;
				end				
endmodule 
module spi(input logic fastclk, sclk, reset, 
			  input logic we, spiready,
			  input logic mosi,
			  output logic [4:0] wadr,
			  output logic [95:0] spidata);
	logic [107:0] q;
			always_ff@(posedge sclk, negedge reset) begin
				if (!reset) q <=0; 
				else if (spiready)
					 q <= {q[106:0], mosi};
			end		 
			always_ff@(posedge fastclk) begin   
				if (we) begin
					wadr<= q[100:96];  
					spidata <= q[95:0];
					end
			end
endmodule 			  		  
module dmemtop(input logic fastclk, reset,  
				input logic we,			 
				input logic [4:0] wadr,  
				input logic [3:0] radr,  
				input logic [95:0] row_data,  
				output logic [95:0] row0);  
	logic [95:0] RAM[31:0];	
	initial 
		$readmemb("heart.dat",RAM); 
		always_ff@(posedge fastclk) 
			row0 <= RAM[radr];
		always_ff@(posedge fastclk) 
			if (we) 
				RAM[wadr] <= row_data;
endmodule 
module dmembottom(input logic fastclk, reset,  
				input logic we,			 
				input logic [4:0] wadr,  
				input logic [3:0] radr,  
				input logic [95:0] row_data,  
				output logic [95:0]row1);  
	logic [95:0] RAM[31:0];	
	initial 
		$readmemb("heart.dat",RAM); 
		always_ff@(posedge fastclk) 
			row1 <= RAM[radr+16];
		always_ff@(posedge fastclk) 
			if (we) 
				RAM[wadr] <= row_data;
endmodule 
```
`run.sh`:
```
#!/bin/bash
# OpenROAD 26Q1-2900-gdf79404cd8, Yosys 0.63+post, stock flow scripts
make -C /OpenROAD-flow-scripts/flow DESIGN_CONFIG=/design/flow/config.mk WORK_HOME=/design/flow/orfs finish
```
`config.mk`:
```
export PLATFORM = sky130hd
export DESIGN_NAME = finalProjectTest
export DESIGN_NICKNAME = finalProjectTest
export VERILOG_FILES = /design/flow/design.v
export SDC_FILE = /design/flow/constraint.sdc
export NUM_CORES = 4
export LEC_CHECK = 1
export CORE_UTILIZATION = 30
export SYNTH_HDL_FRONTEND = slang
export SYNTH_MEMORY_MAX_BITS = 65536
```
`constraint.sdc`:
```
current_design finalProjectTest

set clk_period 8.2
set clk_io_pct 0.2

create_clock -name clk0 -period $clk_period [get_ports {clk}]
create_clock -name clk1 -period $clk_period [get_ports {sclk}]

set non_clock_inputs [all_inputs -no_clocks]
set_input_delay [expr $clk_period * $clk_io_pct] -clock clk0 $non_clock_inputs
set_output_delay [expr $clk_period * $clk_io_pct] -clock clk0 [all_outputs]
```
==> results.sh <==
# flow metrics
export IMPL_status="finished clean"
export IMPL_avgSynthCellArea_um2=24.6
export IMPL_clk_pin_slew_ns=0.08
export IMPL_warnings=35
export IMPL_io_buffers=17
export IMPL_grt_overflow_total=0
export IMPL_unclocked_regs=28
export IMPL_mux_share_pct=19.9
export IMPL_hold_violations=0
export IMPL_final_core_util_pct=35.0
export IMPL_cp_top_family="buffers and inverters"
export IMPL_synth_edff_count=3173
export IMPL_cp_cell_sequence="buf_6, buf_4, nand3b_1, buf_4, nor2_4, buf_4"
export IMPL_whs_ns=0.0302
export IMPL_ys_sh_xor_pct=0.258
export IMPL_cts_tree="yes"
export IMPL_dp_hpwl_um=183000
export IMPL_ys_top_cells_by_area="edfxtp_1 72%, mux4_2 18%, dfxtp_1 3.0%, dfrtp_1 2.3%, mux2_2 0.89%"
export IMPL_fin_area_um2=153000
export IMPL_antenna_left=0
export IMPL_yosys_cells=5365
export IMPL_wire_per_inst_um=26.1
export IMPL_yosysChipArea_um2=132000
export IMPL_fill_cells=39200
export IMPL_hp_class="flip-flop to flip-flop"
export IMPL_ys_sh_adder_pct=0.138
export IMPL_wirelength_um=312000
export IMPL_core_um2=438000
export IMPL_synth_seq_share_pct=77.5
export IMPL_die_w_um=666
export IMPL_async_flop_share_pct=3.57
export IMPL_maxCapViolCount=0
export IMPL_relSlewSlack_pct=24.3
export IMPL_reg2reg_slack_ns=5.11
export IMPL_viasPerCell=4.85
export IMPL_chipArea_um2=443000
export IMPL_area_delta_synth_final_pct=16.1
export IMPL_syn_inst=5365
export IMPL_drt_initial_drc_count=3564
export IMPL_compound_area_share_pct=0.606
export IMPL_tns_ns=0
export IMPL_io_pins=19
export IMPL_grt_first_pass_wirelength_um=455000
export IMPL_drive_gt1_share_pct=33.2
export IMPL_ys_ff=3498
export IMPL_clock_skew_ns=0.0805
export IMPL_antenna_found_initial=5
export IMPL_via_count=58200
export IMPL_p_leak_uw=0.0484
export IMPL_crit_fanout=54
export IMPL_first_global_vias=65500
export IMPL_globalRouteTotalUtil_pct=15.3
export IMPL_place_area_um2=141000
export IMPL_startpoint_type="input port"
export IMPL_synthDistinctLibCells=62
export IMPL_cts_repair_resized=0
export IMPL_initial_core_util_pct=30.1
export IMPL_drc=0
export IMPL_yosys_warnings=0
export IMPL_crit_type="input port to flip-flop"
export IMPL_num_rows=243
export IMPL_flop_cell="edfxtp_1"
export IMPL_firstDrtPassIters=5
export IMPL_setup_viol=0
export IMPL_worstPathRequired_ns=8.72
export IMPL_ys_sh_simple_pct=0.587
export IMPL_crit_top_cell="buf_4"
export IMPL_fin_ws_ns=3.83
export IMPL_grt_start_max_net_pins=103
export IMPL_top_cell_area_share_pct=72.1
export IMPL_drv_slew=0
export IMPL_yosysMostFrequentCell="edfxtp_1"
export IMPL_crit_path_top_delay_cell="buf_4"
export IMPL_end_kind="flip-flop"
export IMPL_vdd_drop_max_mv=0.202
export IMPL_ys_top_cells_by_count="3173 x edfxtp_1, 1084 x mux4_2, 200 x dfxtp_1"
export IMPL_die_y_um=666
export IMPL_place_gp_congestion=0.862
export IMPL_crit_buf_inv=4
export IMPL_cp_arrival_ns=4.89
export IMPL_cpPeakStageDelay_ns=0.73
export IMPL_untimed_endpoints=39
export IMPL_cellPowerDensity_nw_per_um2=238
export IMPL_dpl_worst_slack_ns=2.87
export IMPL_grt_setup_unrepaired="no"
export IMPL_syn_cell_area_um2=132000
export IMPL_worstMarginPinSlew_ns=1.13
export IMPL_synthTopLogicFamily="multiplexers"
export IMPL_yosysTopAreaCell="edfxtp_1"
[state kept, by name, summed over array words and instances, names as in the netlist, 5 cells and up]
register and flops:
project.spi.q 101, project.dmemb.RAM 1536, project.counter 6, project.spi.wadr 5, project.spi.spidata 96, project.dmemb.row1 96, project.col 5, project.dmemt.RAM 1536
project.dmemt.row0 96
[worst register-to-register path, delay by kind of cell, from the launching register on]
kind | cells | cell delay [ns]
and+or+nand+nor | 2 | 1.46
buffers and inverters | 1 | 0.75
DFF | 1 | 0.42
[cell type report]
type | instances | area (um^2) | share of cell area, %
flip-flops and latches | 3498 | 102000 | 66.8
multi-input cells | 1577 | 28700 | 18.7
clock buffers | 462 | 9550 | 6.23
well taps | 5880 | 7360 | 4.80
repair buffers | 357 | 3160 | 2.06
clock inverters | 188 | 2020 | 1.31
inverters | 12 | 45.0 | 0.0294
diodes | 6 | 15.0 | 0.00979
[stage by stage]
step / std cells / power, uW
final: 12000 / 36500
after global routing: 12000 / 37600
after CTS: 12000 / 36800
after detailed placement: 11200 / 20900
after global placement: 11200 / 20900
after floorplan: 5365 / 20500
[layer usage]
layer  GRT usage, %  up-vias  wire length [um]
li1               -    24000                 -
met1           16.3    30000             99100
met2           23.0     3588            148000
met3           12.7      489             54800
met4           3.75       10              9380
met5          0.814        -               459
[path summary, 6_finish.rpt]
check	startpoint	endpoint	cells after the start
hold / removal	project.spi.q[99]	project.spi.wadr[3]	0
max in group clk1	spiready	project.spi.q[45]	3
min in group clk1	project.spi.q[26]	project.spi.q[27]	1
min in group asynchronous	reset	project.spi.q[48]	1
hold reg to reg	project.spi.q[99]	project.spi.wadr[3]	0
max in group asynchronous	reset	project.spi.q[45]	3
setup reg to reg	project.spi.wadr[1]	project.dmemb.RAM[24][10]	3
setup / recovery	we	project.dmemb.RAM[26][92]	6
[report_power, final]
part           total, uW  internal [uW]  switching, uW
logic                838            228            610
registers          19800          19700           88.5
clock network      15900           9070           6800
[placed cells by master, fill, tap and decap left out, types with 23 or more instances in the layout]
cell type,synthesis,final
edfxtp_1,3173,3173
mux4_2,1084,1084
clkbuf_16,0,357
buf_4,8,237
dfxtp_1,200,200
dfrtp_1,124,119
mux2_2,104,104
dlygate4sd3_1,0,86
clkbuf_1,164,83
mux2i_1,74,74
clkinv_2,0,67
clkinv_1,1,51
a21oi_1,33,33
nor2_4,0,32
nor2b_1,29,29
a211oi_1,29,29
bufinv_16,0,24
nand3_1,23,23
nor2_1,55,23
nand2_1,23,23
clkbuf_8,0,23
[timing repair]
action,CTS,global route
endpoints found under the hold margin,86,0
buffers inserted,0,0
hold buffers,86,0
[cell families (layout without fill, tap and decap cells)]
logic type	after synthesis	count (layout)
mux	1262	1262
compound gates	115	115
flops	3498	3498
other cells	1	7
simple gates	156	156
buf+inv	290	1019
xor+xnor	29	29
fa+ha+maj	14	14
Power figures rest on the tool's default switching activity, not on a simulated workload.
